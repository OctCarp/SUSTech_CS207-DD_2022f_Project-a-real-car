==> ./config.mk <==
export PLATFORM = sky130hd
export DESIGN_NAME = SimulatedDevice
export DESIGN_NICKNAME = SimulatedDevice
export VERILOG_FILES = /design/flow/design.v
export SDC_FILE = /design/flow/constraint.sdc
export NUM_CORES = 4
export LEC_CHECK = 1
export CORE_UTILIZATION = 40
==> ./constraint.sdc <==
current_design SimulatedDevice

set clk_period 7.2
set clk_io_pct 0.2

create_clock -name clk0 -period $clk_period [get_ports {sys_clk}]

set non_clock_inputs [all_inputs -no_clocks]
set_input_delay [expr $clk_period * $clk_io_pct] -clock clk0 $non_clock_inputs
set_output_delay [expr $clk_period * $clk_io_pct] -clock clk0 [all_outputs]
==> ./design.v <==
`timescale 1ns / 1ps
module SimulatedDevice(
    input sys_clk,  
    input rst,
    input rx,  
    output tx,  
    input[7:0] signal,
    output[7:0] _rec
    );
    uart_top md(.clk(sys_clk), .rst(0), .data_in(signal), .data_rec(_rec), .rxd(rx), .txd(tx));
endmodule
`timescale 1ns / 1ps
module uart_rx(clk_16x,rst,rxd,data_rec,data_ready,data_error); 
input clk_16x; 
input rst; 
input rxd; 
output reg data_ready = 0; 
output reg data_error = 0; 
output[7:0] data_rec;
reg framing_error;
reg[7:0] data_out,data_out1;
reg rxd_buf;
reg[15:0] clk_16x_cnt = 0;
reg rxd1 = 1,rxd2 = 1;
reg start_flag = 0;
parameter width=8;
parameter idle=1,one=2,two=3,stop=4; 
reg[width-1:0] present_state = idle;
reg[width-1:0] next_state = idle; 
assign data_rec=data_out1;
always@ (posedge clk_16x)
begin
    if(rst)
        present_state<=idle;
     else
        present_state<=next_state;
end
always@(clk_16x_cnt) 
begin
    if(clk_16x_cnt<='d8) 
        next_state=idle;
    if(clk_16x_cnt>'d8 && clk_16x_cnt <= 'd136) 
        next_state=one;
    if(clk_16x_cnt>'d136 && clk_16x_cnt <= 'd152) 
        next_state=two;
    if(clk_16x_cnt>'d152 && clk_16x_cnt <= 'd168) 
        next_state=stop;
    if(clk_16x_cnt > 'd168)
        next_state=idle;
end
always@(posedge clk_16x) 
begin
    if(rst)
    begin
        rxd1<=1'd1;
        rxd2<=1'd1;
        data_ready<='d0;
        clk_16x_cnt<='d0;
        start_flag<=0;
    end
    else begin
        case(present_state)
        idle: begin  
              rxd1<=rxd;
              rxd2<=rxd1;
              if((~rxd1)&&rxd2) 
                    start_flag<='d1; 
              else if(start_flag==1)
                clk_16x_cnt<=clk_16x_cnt+'d1;
            end
         one: begin  
                clk_16x_cnt<=clk_16x_cnt + 'd1;
                if(clk_16x_cnt=='d24)data_out[0]<=rxd;
                else if(clk_16x_cnt=='d40)data_out[1]<=rxd;
                else if(clk_16x_cnt=='d56)data_out[2]<=rxd;
                else if(clk_16x_cnt=='d72)data_out[3]<=rxd;
                else if(clk_16x_cnt=='d88)data_out[4]<=rxd;
                else if(clk_16x_cnt=='d104)data_out[5]<=rxd;
                else if(clk_16x_cnt=='d120)data_out[6]<=rxd;
                else if(clk_16x_cnt=='d136)data_out[7]<=rxd;
            end
         two: begin 
                if(clk_16x_cnt=='d152)
                begin
                    if(rxd_buf==rxd) data_error<=1'd0; 
                    else data_error<=1'd1; 
                end
                clk_16x_cnt <= clk_16x_cnt+'d1;
            end
         stop: begin  
                if(clk_16x_cnt=='d168)
                begin
                    if(1'd1==rxd)
                    begin
                        data_error<=1'd0; 
                        data_ready<='d1;
                    end
                    else begin
                        data_error<=1'd1; 
                        data_ready<='d0;
                    end
                end
                data_out1<=data_out;
                if(clk_16x_cnt>168)
                begin
                    clk_16x_cnt <= 0;
                    start_flag <= 0;
                end
                else
                    clk_16x_cnt <= clk_16x_cnt + 'd1;
            end
         endcase
    end
end
endmodule
`timescale 1ns / 1ps
module uart_top(
    input clk, 
    input rst,
    input[7:0] data_in,  
    output[7:0] data_rec, 
    input rxd,   
    output txd  
); 
wire clk_ms,clk_20ms,clk_16x,clk_x;
wire data_ready; 
wire data_error;
wire send_ready;
reg send = 0;
always @(posedge clk_ms) 
    send = ~send;
divclk my_divclk(
    .clk(clk),
    .clk_ms(clk_ms),
    .btnclk(clk_20ms),
    .clk_16x(clk_16x),
    .clk_x(clk_x)
);
uart_tx tx( 
    .clk_x(clk_x),
    .rst(rst),
    .data_in({1'b1,data_in[6:0]}),
    .send(send),
    .trans_done(send_ready),
    .txd(txd)
    );
uart_rx rx(
    .clk_16x(clk_16x),
    .rst(rst),
    .rxd(rxd),
    .data_rec(data_rec),
    .data_ready(data_ready),
    .data_error(data_error)
);
endmodule
module divclk(clk,clk_ms,btnclk,clk_16x,clk_x);
input clk;
output clk_ms,btnclk,clk_16x,clk_x;
reg[31:0] cnt1=0;
reg[31:0] cnt2=0;
reg[31:0] cnt3=0;
reg[31:0] cntclk_cnt=0;
reg clk_ms=0;
reg btnclk=0;
reg clk_16x=0;
reg clk_x=0;
always@(posedge clk) 
begin
    if(cnt1==26'd50000)
    begin
        clk_ms=~clk_ms;
        cnt1=0;
    end
    else
        cnt1=cnt1+1'b1;
end
always@(posedge clk) 
begin
    if(cntclk_cnt==500000)
    begin
        btnclk=~btnclk;
        cntclk_cnt=0;
    end
    else
        cntclk_cnt=cntclk_cnt+1'b1;
end
always@(posedge clk) 
begin
    if(cnt2=='d326)
    begin
        clk_16x<=~clk_16x;
        cnt2<='d0;
    end
    else
        cnt2=cnt2+1'b1;
end
always@(posedge clk) 
begin
    if(cnt3=='d5208)
    begin
        clk_x<=~clk_x;
        cnt3<= 0;
    end
    else
        cnt3=cnt3+1'b1;
end
endmodule
`timescale 1ns / 1ps
module uart_tx(clk_x,rst,data_in,send,trans_done,txd);
input clk_x;
input rst;
input[7:0] data_in;
input send;
output reg trans_done = 0;
output reg txd = 1;
reg[10:0] clk_x_cnt=0;
reg[7:0] data_in_buf;
reg[4:0] act0,act1;
reg[4:0] act_down;
parameter 
    idle=5'b00000,
    start=5'b00001,
    b0=5'b00011,          
    b1=5'b00010,
    b2=5'b00110,
    b3=5'b00111,
    b4=5'b00101,
    b5=5'b00100,
    b6=5'b01100,
    b7=5'b01101,
    check=5'b01111,
    stop=5'b01110;
reg[4:0] present_state=idle;
always@(posedge clk_x)
begin
    act0<=send;
    act1<=act0;
    act_down<=act0&~act1;
    if(rst)  
    begin
        present_state <= idle;
        clk_x_cnt <= 'd0;
        txd <= 1;
    end
    else begin
     case(present_state)
        idle: begin  
                txd<=1;
                data_in_buf<=data_in;
                if(act_down==1)  
                begin
                    present_state <= start;
                end
                else
                    present_state <= idle;        
             end
             start: begin
                txd <= 'd0;  
                present_state <= b0;
             end
             b0: begin
                txd <= data_in_buf[0]; 
                present_state<=b1;
             end
             b1: begin
                txd<=data_in_buf[1]; 
                present_state<=b2;
             end
             b2: begin
                txd<=data_in_buf[2]; 
                present_state<=b3;
             end
             b3: begin
                txd<=data_in_buf[3]; 
                present_state<=b4;
             end
             b4: begin
                txd<=data_in_buf[4]; 
                present_state<=b5;
             end
             b5: begin
                txd<=data_in_buf[5]; 
                present_state<=b6;
             end
             b6: begin
                txd<=data_in_buf[6]; 
                present_state<=b7;
             end
             b7: begin
                txd<=data_in_buf[7]; 
                present_state<=check;
             end
             check: begin 
                txd<=data_in_buf[7]^data_in_buf[6]^data_in_buf[5]^data_in_buf[4]^data_in_buf[3]^data_in_buf[2]^data_in_buf[1]^data_in_buf[0];
                present_state<=stop;
             end
             stop: begin 
                txd<='d1;
                trans_done <= 1;
                 present_state<=idle; 
             end
        endcase
    end
end
endmodule
==> ./run.sh <==
#!/bin/bash
# OpenROAD 26Q1-2900-gdf79404cd8, Yosys 0.63+post, stock flow scripts
make -C /OpenROAD-flow-scripts/flow DESIGN_CONFIG=/design/flow/config.mk WORK_HOME=/design/flow/orfs finish
==> results.yml <==
# implementation run metrics
outcome:
  outcome: "finished, final reports clean"
global_routing:
  grt_util_all_layers_pct: 13.34
  grt_pass1_wl_um: 19000
  globalRoute.totalOverflow: 0
  grt_antenna_before_repair: 0
  grt_pass1_vias: 4158
  grt_start_max_net_pins: 39
cts:
  cts.hold.buffers_added: 0
  clk_pin_slew_ps: 70
  clock_latency_ps: 340
  cts_tree: "yes"
  cts_setup_buffers: 0
  cts_htree_levels: 3
  clock_path_buffers: 2
  numCtsBuffers: 9
  cts_resized: 0
  clock-root-buffer: "clkbuf_16"
flow_run:
  warning_count: 31
  drv.max_cap_violation_count: 0
critical_path:
  cp_data_arrival_time_ps: 1970
  worst_path_required_ps: 7180
  crit_path_end_kind: "flop"
  worst-setup-path-type: "flop to flop"
  cpPeakStageDelay_ps: 500
  r2r.worst_path.cells: 5
  critical_path.startpoint: "md.my_divclk.cnt1[0]$_SDFF_PN0_"
  timing.rr.end: "md.my_divclk.clk_ms$_DFFE_PN_"
  critPathSlowestCell: "nor4_4"
  beginning_of_the_worst_register_to_register_path: "md.my_divclk.cnt1[0]$_SDFF_PN0_"
  timing.critical_path.cells: "inv_1 -> ha_1 -> nor4b_1 -> nand4_1 -> nor4_4"
  type_of_element_launching_the_critical_path: "flop"
  critical_path_end: "md.my_divclk.clk_ms$_DFFE_PN_"
  reg2reg_slack_ps: 5210
  path_max_fanout: 10
timing:
  tightestPinTransition_ps: 642.0
  finalSetupViolations: 0
  rsz0062_at_grt: "no"
  final.hold.worst_slack_ps: 457.9
  finalSetupTns_ps: 0
  period_utilization_pct: 27.58
  unconstrained_endpoints: 113
  number_of_register_pins_that_no_clock_reaches: 57
  max_freq_mhz: 503.6
  hold_violations: 0
  timing.final.max_slew_violations: 0
  finClkSkew_ps: 9.122
  post-route-min-period_ps: 1986
  maxSlewHeadroom_pct: 56.87
logic_synthesis:
  ys_ff: 156
  synthCells: 645
  synth_top_area_share_pct: 30.38
  dominantRegCellSynth: "dfxtp_1"
  syn_avg_cell_area_um2: 10.52
  ys_area_um2: 6787
  synth_top_cell_by_area: "dfxtp_1"
  post_synth_main_area_contributors: "dfxtp_1, edfxtp_1, xnor2_1, xor2_1, nand4_1"
  yosys.cell_types.count: 53
  yosys_warnings: 5
  yosys-stat-cells: 645
  edff_count_synth: 50
  synthesis.area_um2: 6787
  async_reset_ff_share_pct: 0
power:
  leakage_nw: 2.562
  vdd_drop_max_mv: 0.1243
  total_power_of_the_final_layout_w: 0.001038
  power-per-cell-area_nw_per_um2: 138.1
floorplanning:
  rows: 47
  initCoreUtil_pct: 40.92
  die_y_size_um: 132.3
  design.core.area_um2: 16580
  design.portCount: 20
  fp.dieW_um: 132.3
  die_area_um2: 17490
drt:
  drt_iter0_markers: 250
  drt-total-wl_um: 10690
  avgRoutedWirePerCell_um: 11.98
  vias: 4506
  drt_first_pass_iters: 4
  drcViolationCount: 0
  antenna_left: 0
  antenna-diode-count: 0
  avgViaCountPerCell: 5.052
placement:
  place.detailed.instances: 876
  global_placement_routability_congestion: 0.8259
  dpl-instance-area_um2: 7214
  dp_hpwl_um: 7632
  numPortBuffers: 17
cells_and_area:
  stdcell_count: 892
  area.growth.synth_to_final_pct: 10.77
  drive_above_1_share_pct: 6.250
  final.fill_count: 1477
  multiInputGateArea_um2: 3022
  sequential_cell_area_um2: 3608
  postLayoutCellArea_um2: 7517
hold_path:
  hold_path.class: "flop to flop"
-- registers in the layout (all words and copies together) (netlist names), 3 cells and up --
signal,count
md.my_divclk.cnt2,32
md.my_divclk.cnt3,32
md.rx.data_out,8
md.rx.next_state,3
md.rx.clk_16x_cnt,16
md.rx.data_out1,8
md.tx.data_in_buf,7
md.my_divclk.cnt1,32
md.rx.present_state,3
md.tx.present_state,4
-- cells in the mapped netlist (6+ instances only) --
master / instances
clkbuf_1: 7
and3_1: 10
nor2_1: 60
nand2_1: 37
nor2b_1: 6
xor2_1: 37
inv_1: 27
nand4_1: 40
o21ai_0: 8
ha_1: 8
nor3_1: 24
nand3_1: 42
edfxtp_1: 50
dfxtp_1: 103
and4_1: 14
nor4_1: 20
nor4b_1: 6
xnor2_1: 69
and2_1: 9
-- layout by cell type, fill, tap and decap left out, types with 5 or more instances in the layout --
master and instances:
dfxtp_1 103, nor2_1 60, xor2_1 37, and2_1 9, nor3_1 24, inv_1 27, ha_1 8, and3_1 10
and4_1 14, buf_4 5, edfxtp_1 50, nand2_1 37, nand4_1 40, or3_1 5, nand2b_1 5, xnor2_1 69
nor4b_1 6, nor2b_1 6, nand3_1 42, nor4_4 5, nor4_1 20, clkdlybuf4s50_1 17, o21ai_0 8, a21oi_1 5
clkbuf_16 10
-- routing by layer --
layer  track usage (%)  vias up  part of all wire (%)
met1             22.25     2099                    53
met2             19.61       58                    43
met5                 0        -                     0
met4            0.7663        0                  0.56
li1                  -     2343                     -
met3             2.827        6                   3.6
-- kinds of logic after synthesis --
kind of cell             Yosys count  synth area share (%)
AND/OR/NAND/NOR                  305                 26.29
flip-flops                       153                 52.51
XOR/XNOR                         106                 13.68
buffers and inverters             40                 2.415
AND-OR/OR-AND                     28                 2.747
adder cells (fa/ha/maj)            8                 1.475
latches                            3                0.6637
other                              1               0.05526
multiplexers                       1                0.1659
-- worst max-delay path: cells and delay by family, from the launching register on --
kind,cells,cell delay [ps]
buf+inv,1,70
fa+ha+maj,1,130
simple gates,3,1070
flops,1,350
-- report_power, final --
group / internal, W / switching, W / leakage, nW
Clock: 0.000264 / 0.000218 / 0.150
Sequential: 0.000551 / 0 / 1.33
Combinational: 0.00000373 / 0.00000117 / 1.08
-- through the flow --
step / worst slack, ps / util (%)
after floorplan: 5466 / -
after global placement: 5221 / 43.50
after detailed placement: 5236 / 43.50
after CTS: 5208 / 45.33
after global routing: 5073 / 45.33
final: 5214 / 45.33
-- worst min path at each step --
stage | startpoint | endpoint | slack [ps] | cells after the start
4_1_cts | md.my_divclk.cnt3[31]$_SDFF_PN0_ | md.my_divclk.cnt3[31]$_SDFF_PN0_ | 460 | 1
5_1_grt | md.my_divclk.cnt1[31]$_SDFF_PN0_ | md.my_divclk.cnt1[31]$_SDFF_PN0_ | 480 | 1
6_report | md.my_divclk.cnt3[31]$_SDFF_PN0_ | md.my_divclk.cnt3[31]$_SDFF_PN0_ | 460 | 1
-- final cells by class --
| cell class | count | area share [%] |
|---|---|---|
| clock inverter | 5 | 0.6491 |
| sequential | 156 | 48.00 |
| inverter | 27 | 1.348 |
| multi-input combinational | 451 | 40.20 |
| timing repair buffer | 22 | 2.763 |
| tap | 220 | 3.662 |
| clock buffer | 11 | 3.379 |
Power figures rest on the tool's default switching activity, not on a simulated workload.
