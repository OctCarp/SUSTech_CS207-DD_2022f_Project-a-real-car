--- flow/run.sh ---
#!/bin/bash
# OpenROAD 26Q1-2900-gdf79404cd8, Yosys 0.63+post, stock flow scripts
make -C /OpenROAD-flow-scripts/flow DESIGN_CONFIG=/design/flow/config.mk WORK_HOME=/design/flow/orfs finish
--- flow/config.mk ---
export PLATFORM = sky130hd
export DESIGN_NAME = Auto_Driving
export DESIGN_NICKNAME = Auto_Driving
export VERILOG_FILES = /design/flow/design.v
export SDC_FILE = /design/flow/constraint.sdc
export NUM_CORES = 4
export LEC_CHECK = 1
export CORE_UTILIZATION = 40
--- flow/constraint.sdc ---
current_design Auto_Driving

set clk_period 6.7
set clk_io_pct 0.2

create_clock -name clk0 -period $clk_period [get_ports {clk}]

set non_clock_inputs [all_inputs -no_clocks]
set_input_delay [expr $clk_period * $clk_io_pct] -clock clk0 $non_clock_inputs
set_output_delay [expr $clk_period * $clk_io_pct] -clock clk0 [all_outputs]
--- flow/design.v ---
`timescale 1ns / 1ps
module mydiv_20ms(clk,clk_20ms);
    input clk;
    output clk_20ms;
    reg clk_20ms = 0;
    reg[31:0] ms_cnt=0;
    always@(posedge clk)
    begin
        if (ms_cnt == 26'd500000)
        begin
            clk_20ms = ~clk_20ms;
            ms_cnt = 0;
        end
        else
            ms_cnt = ms_cnt + 1'b1;
    end
endmodule
`timescale 1ns / 1ps
module Auto_Driving(
    input clk,
    input power,
    input [1:0] mode,
    input [7:0] rec,
    output [7:0] out
);
wire front_detector;
wire back_detector;
wire left_detector;
wire right_detector;
reg destroy_barrier_in=1'b0;
reg place_barrier_in=1'b0;  
assign front_detector = rec[0];
assign left_detector = rec[1];
assign right_detector = rec[2];
assign back_detector = rec[3];
reg activation; 
reg [3:0] rlbf;
reg [3:0] state=4'b0000;
parameter S0=4'b0000,S1=4'b0001,S2=4'b0010,S3=4'b0100,S4=4'b1000,S5=4'b1001,S6=4'b1010;
reg[8:0] cnt=0;
wire clk_20ms;
mydiv_20ms ms20(.clk(clk),.clk_20ms(clk_20ms));
always@(posedge clk)
begin
if(mode==2'b11)
    activation=1'b1;
else
    activation=1'b0;
end
always@(posedge clk_20ms)
if(!power)begin
    state=S0;
    rlbf=4'b0000;
end else begin
    if(!activation)begin
        state=S0;
        rlbf=4'b0000;
    end else
    begin
    case (state)
    S0:begin
    rlbf=4'b0000;
        if(cnt ==100)begin          
             if(!front_detector)begin  
                cnt = 0;    
                state=S1;
             end else if(!right_detector)begin
                cnt = 0;               
                state=S4;
             end else if(!left_detector)begin        
                cnt = 0;      
                state=S3;
             end else begin   
                destroy_barrier_in=1'b1;
                cnt = 0;         
                state=S2;                
             end         
        end else begin
            cnt=cnt+1'd1; 
            state=S0;             
        end
    end
    S1:begin
    rlbf=4'b0001;
        if (cnt ==30)begin
            if(front_detector)begin
                state=S0;
            end else if(!right_detector) begin
                cnt = 0;
                state=S4;
            end else begin
                state=S1;
            end 
        end else begin
            cnt = cnt+1'b1;
            state=S1;
        end
    end
    S2:begin
    rlbf=4'b0100;
        if(cnt ==180)begin
            cnt= 0;            
            state=S1;
        end else if(cnt==100)begin
            cnt = cnt + 1'b1;
            destroy_barrier_in=1'b0;
            state=S2;
        end else begin
            cnt=cnt+1'd1; 
            state=S2;             
        end
    end
    S3:begin
    rlbf=4'b0100;
        if (cnt ==90)begin
            cnt = 0;
            state=S1;
        end else begin
            cnt = cnt+1'b1;
            state=S3;
        end
    end
    S4:begin
    rlbf=4'b1000;
        if (cnt ==90)begin
            cnt = 0;
            state=S5;
        end else begin
            cnt = cnt+1'b1;
            state=S4;
        end
    end
    S5:begin
    rlbf=4'b0001;
        if (cnt ==70)begin 
            place_barrier_in=1'b1;
            cnt = 0;
            state=S6;
        end else begin
            cnt = cnt+1'b1;
            state=S5;
        end
    end
    S6:begin
    rlbf=4'b0000;
        if(cnt==50)begin   
            place_barrier_in=1'b0;
            cnt = 0;
            state=S0;
        end else begin
            cnt = cnt + 1'b1;
            state=S6;
        end
    end
    endcase
    end  
end
assign out[3:0]=rlbf;
assign out[5]= destroy_barrier_in;
assign out[4]= place_barrier_in;
endmodule
==> run summary <==
Status - completed
DP HPWL - 3.67 mm
Setup CP Type - reg -> reg
R2R Setup Slk - 4.41 ns
Final Hold Viols - 0
Placed insts - 376
Crit path capture type - flop
TritonCTS clock tree - built
Htree depth - 2
Worst hold path depth - 1
Worst path bufs/invs - 0
Worst hold start - ms20.ms_cnt[31]$_SDFF_PN0_
Top cell by count, worst path - nand4_1
Max transition margin - 49.7%
CP required - 6.87 ns
OpenROAD warning count - 33
CTS Buf Count - 5
Non-filler instance count after layout - 384
Layout filler cell count - 607
RD Place Congestion - 0.911
Yosys warns - 4
Antenna diodes - 0
Yosys simple share - 30.5%
Mux share - 0.836%
Number of unconstrained endpoints - 34
Final worst slack - 4.41 ns
Yosys adder share - 2.32%
Fp_density - 42.0%
Yosys chip area - 2700 um2
Cells after synthesis - 302
Register pins left without a clock - 18
Latency at later pin - 0.28 ns
Die Size - 7070 um2
Max Transition Viols Final - 0
Core ar. - 6420 um2
EDFF count, synth - 12
Max Root-Sink Buffers - 2
Die Height - 84.1 um
Worst-margin pin slew - 0.744 ns
Final instance area - 2930 um2
Max-Cap Viols - 0
Hold EP - ms20.ms_cnt[31]$_SDFF_PN0_
Final wirelength - 5.00 mm
Synthesized area per cell - 8.92 um2
CP max FO - 7
DRT iter0 DRCs - 98
Dominant register cell - dfxtp_1
AND-OR/OR-AND Cells, Area Fraction - 7.57%
Placed Area - 2840 um2
Pin count of the biggest net entering global routing - 20
FF-to-FF Start - ms20.ms_cnt[18]$_SDFF_PN0_
Root buf cell - clkbuf_8
Boundary Pins - 20
Biggest area cells - dfxtp_1, edfxtp_1, xnor2_1
P per Cell Area - 124 nW/um2
Ys flops - 52
Post-CTS Setup Bufs - 0
Grt total ovfl - 0
CP max stage cell - nor4b_1
Total track usage - 15.3%
Area grow syn2layout - 8.64%
Unrepaired setup endpoints after global routing - false
Reg2Reg Depth - 5
Logic family by area - simple AND/OR/NAND/NOR gates
Top cells by count, synth - dfxtp_1, nand2_1, nor2_1
Die width - 84.1 um
Max incr delay on CP - 0.69 ns
Post-DRT Antenna Nets - 0
Maximum vdd drop - 142 uV
Vias per Instance - 5.33
Vias - 2046
# rows - 29
FF-to-FF End - ms20.ms_cnt[29]$_SDFF_PN0_
Setup violators final - 0
First-pass GRT wire length - 8.67 mm
Synth area leader - dfxtp_1
PnR Total Power - 0.363 mW
DRC - 0
Worst Skew - 0.00407 ns
Vias in the first global route - 1867
Post-synth cell types - 48
Most numerous cell in the Yosys netlist - dfxtp_1
Post-Syn Area - 2700 um2
DP Worst Slack - 4.39 ns
Cycle use final - 34.2%
Clk slew on worst S/H paths - 0.07 ns
Setup TNS - 0 ns
Initial antenna violation count - 0
Ys async rst share - 0%
Fin crit period - 2.29 ns
WP data arrival - 2.46 ns
Xor/xnor share - 11.0%
Post-synth seq share - 43.1%
Layout cell share with drive strength beyond 1 - 5.86%
Cell Chain, Critical Path - nand4_1 > or4_1 > nor4b_1 > nand4_1 > xnor2_1
Drt pass-1 iters - 21
Hold Buf Count CTS - 0
Crit-path leading delay family - simple AND/OR/NAND/NOR gates
Hold crit path type - reg -> reg
Worst setup SP type - flop
PortBufs - 11
Wire per inst - 13.0 um
Leak - 0.932 nW
Yosys cell count - 302
Maximum clock rate - 437 MHz
Post-cts sizing count - 0
Top-area cell share - 29.7%
==> flip-flops by register name (all words and copies together), names as in the netlist <==
signal and cells:
cnt 9, place_barrier_in 1, destroy_barrier_in 1, ms20.clk_20ms 1, state 4, rlbf 3, activation 1, ms20.ms_cnt 32
==> cell type report <==
cell class,instances,area (um2),share of cell area (%)
clock inverter,1,5.00,0.171
timing repair buffer,13,125,4.27
multi-input combinational,225,1420,48.5
tap,77,96.3,3.29
clock buffer,7,86.3,2.95
inverter,9,33.8,1.15
sequential,52,1160,39.7
==> kinds of logic (layout without fill, tap and decap cells) <==
logic type      count (synthesis)  count (layout)
mux                             2               2
compound gates                 29              29
fa+ha+maj                       5               5
xor+xnor                       34              34
buf+inv                        27              30
simple gates                  152             152
other cells                     1               3
flops                          52              52
==> where the power goes <==
| part | total (mW) | leakage (nW) | internal, mW | switching (mW) |
|---|---|---|---|---|
| sequential | 0.204 | 0.426 | 0.204 | 0.000146 |
| clock | 0.151 | 0.0482 | 0.0828 | 0.0681 |
| combinational | 0.00788 | 0.458 | 0.00410 | 0.00378 |
==> per-layer routing <==
layer	share of wire [%]	GRT usage (%)	up-vias	routed length, um
met5	0	0	-	0
met4	1.2	2.35	0	58
met3	4.1	2.21	6	206
met2	47	24.3	46	2330
met1	48	23.3	921	2410
li1	-	-	1073	-
==> per-stage QoR <==
stage               util, %  hold slack, ns
floorplan                 -           0.436
global placement       44.2           0.454
detailed placement     44.2           0.454
CTS                    45.6           0.467
global route           45.6           0.486
finish                 45.6           0.465
==> how the worst max path moves through the flow <==
stage | startpoint | endpoint | slack (ns) | cells after the start
4_1_cts | ms20.ms_cnt[18]$_SDFF_PN0_ | ms20.ms_cnt[29]$_SDFF_PN0_ | 4.40 | 5
5_1_grt | ms20.ms_cnt[18]$_SDFF_PN0_ | ms20.ms_cnt[29]$_SDFF_PN0_ | 4.27 | 5
6_report | ms20.ms_cnt[18]$_SDFF_PN0_ | ms20.ms_cnt[29]$_SDFF_PN0_ | 4.41 | 5
==> layout by cell type (no fill, tap or decap), drive strengths merged, types with 4 or more instances in the layout <==
cell           count
dfxtp             40
nand2             32
nor2              31
xnor2             27
nand3             19
edfxtp            12
a21oi             11
clkdlybuf4s50     11
nand4             10
inv                9
nor3               9
nor4               9
or3                7
xor2               7
clkbuf             7
o21ai              5
and4               5
ha                 5
or4                5
nor4b              4
Power is estimated from default activity; no workload was simulated.
